**flow/design.v**
```verilog
module axi_lut_ctrl #(
    parameter TOTAL_GATES = 1512,
    parameter NET_INPUTS = 400,
    parameter NET_OUTPUTS = 4,
    parameter ADDR_W = 16,
    parameter DATA_W = 32,
    parameter GATE_SEL_W = (TOTAL_GATES > 1) ? $clog2(TOTAL_GATES) : 1
) (
    input logic S_AXI_ACLK,
    input logic S_AXI_ARESETN,
    input  logic [ADDR_W-1:0] S_AXI_AWADDR,
    input  logic S_AXI_AWVALID,
    output logic S_AXI_AWREADY,
    input  logic [DATA_W-1:0] S_AXI_WDATA,
    input  logic [3:0] S_AXI_WSTRB,
    input  logic S_AXI_WVALID,
    output logic S_AXI_WREADY,
    output logic [1:0] S_AXI_BRESP,
    output logic S_AXI_BVALID,
    input  logic S_AXI_BREADY,
    input  logic [ADDR_W-1:0] S_AXI_ARADDR,
    input  logic S_AXI_ARVALID,
    output logic S_AXI_ARREADY,
    output logic [DATA_W-1:0] S_AXI_RDATA,
    output logic [1:0] S_AXI_RRESP,
    output logic S_AXI_RVALID,
    input  logic S_AXI_RREADY,
    output logic [GATE_SEL_W-1:0] cfg_gate_sel,
    output logic cfg_ce,
    output logic cfg_data,
    output logic [NET_INPUTS-1:0] net_i,
    input  logic [NET_OUTPUTS-1:0] net_o
);
  localparam NUM_INPUT_WORDS = (NET_INPUTS + 31) / 32;
  localparam [ADDR_W-1:0] ADDR_INPUT_BASE = ADDR_W'(16'h9000);
  localparam [ADDR_W-1:0] ADDR_OUTPUT     = ADDR_INPUT_BASE + ADDR_W'(NUM_INPUT_WORDS * 4);
  logic [DATA_W-1:0] input_regs [NUM_INPUT_WORDS];
  genvar gi;
  generate
    for (gi = 0; gi < NUM_INPUT_WORDS; gi++) begin : pack_input
      if ((gi + 1) * 32 <= NET_INPUTS) begin
        assign net_i[gi*32+:32] = input_regs[gi];
      end else begin
        assign net_i[NET_INPUTS-1 : gi*32] = input_regs[gi][NET_INPUTS-1-gi*32:0];
      end
    end
  endgenerate
  typedef enum logic [1:0] { IDLE, SHIFTING, RESPOND } cfg_state_t;
  cfg_state_t cfg_state;
  logic [DATA_W-1:0] shift_reg;
  logic [5:0] bit_cnt;
  logic [GATE_SEL_W-1:0] gate_sel_r;
  assign cfg_gate_sel = gate_sel_r;
  assign cfg_data     = shift_reg[31];             
  assign cfg_ce       = (cfg_state == SHIFTING);
  logic s_axi_awready_reg = 1'b0;
  logic s_axi_wready_reg  = 1'b0;
  logic s_axi_bvalid_reg  = 1'b0;
  logic aw_captured = 1'b0;
  logic w_captured  = 1'b0;
  logic [ADDR_W-1:0] aw_addr_latched;
  logic [DATA_W-1:0] w_data_latched;
  assign S_AXI_AWREADY = s_axi_awready_reg;
  assign S_AXI_WREADY  = s_axi_wready_reg;
  assign S_AXI_BRESP   = 2'b00;
  assign S_AXI_BVALID  = s_axi_bvalid_reg;
  wire wr_addr_is_gate  = (aw_addr_latched < ADDR_W'(16'h8000));
  wire wr_addr_is_input = (aw_addr_latched >= ADDR_INPUT_BASE)
                        && (aw_addr_latched <  ADDR_OUTPUT);
  always_ff @(posedge S_AXI_ACLK) begin
    if (!S_AXI_ARESETN) begin
      s_axi_awready_reg <= 1'b0;
      s_axi_wready_reg  <= 1'b0;
      s_axi_bvalid_reg  <= 1'b0;
      aw_captured        <= 1'b0;
      w_captured         <= 1'b0;
      cfg_state          <= IDLE;
      bit_cnt            <= '0;
      shift_reg          <= '0;
      gate_sel_r         <= '0;
      for (int i = 0; i < NUM_INPUT_WORDS; i++) input_regs[i] <= '0;
    end else begin
      if (S_AXI_AWVALID && !aw_captured) begin
        s_axi_awready_reg <= 1'b1;
        aw_addr_latched   <= S_AXI_AWADDR;
        aw_captured       <= 1'b1;
      end else begin
        s_axi_awready_reg <= 1'b0;
      end
      if (S_AXI_WVALID && !w_captured) begin
        s_axi_wready_reg <= 1'b1;
        w_data_latched   <= S_AXI_WDATA;
        w_captured       <= 1'b1;
      end else begin
        s_axi_wready_reg <= 1'b0;
      end
      if (s_axi_bvalid_reg && S_AXI_BREADY) begin
        s_axi_bvalid_reg <= 1'b0;
      end
      case (cfg_state)
        IDLE: begin
          if (aw_captured && w_captured && !s_axi_bvalid_reg) begin
            if (wr_addr_is_gate) begin
              gate_sel_r       <= aw_addr_latched[GATE_SEL_W+1:2];
              shift_reg        <= w_data_latched;
              bit_cnt          <= '0;
              cfg_state        <= SHIFTING;
              aw_captured      <= 1'b0;
              w_captured       <= 1'b0;
            end else begin
              if (wr_addr_is_input) begin
                input_regs[(aw_addr_latched - ADDR_INPUT_BASE) >> 2] <= w_data_latched;
              end
              s_axi_bvalid_reg <= 1'b1;
              aw_captured      <= 1'b0;
              w_captured       <= 1'b0;
            end
          end
        end
        SHIFTING: begin
          shift_reg <= {shift_reg[DATA_W-2:0], 1'b0};   
          bit_cnt   <= bit_cnt + 1'b1;
          if (bit_cnt == 6'd31) begin
            cfg_state <= RESPOND;
          end
        end
        RESPOND: begin
          s_axi_bvalid_reg <= 1'b1;
          cfg_state        <= IDLE;
        end
        default: cfg_state <= IDLE;
      endcase
    end
  end
  logic s_axi_arready_reg = 1'b0, s_axi_arready_next;
  logic s_axi_rvalid_reg  = 1'b0, s_axi_rvalid_next;
  logic [DATA_W-1:0] s_axi_rdata_reg = '0;
  logic mem_rd_en;
  assign S_AXI_ARREADY = s_axi_arready_reg;
  assign S_AXI_RVALID  = s_axi_rvalid_reg;
  assign S_AXI_RDATA   = s_axi_rdata_reg;
  assign S_AXI_RRESP   = 2'b00;
  always_comb begin
    mem_rd_en = 1'b0;
    s_axi_arready_next = 1'b0;
    s_axi_rvalid_next  = s_axi_rvalid_reg && !S_AXI_RREADY;
    if (S_AXI_ARVALID
        && (!S_AXI_RVALID || S_AXI_RREADY)
        && (!s_axi_arready_reg)) begin
      s_axi_arready_next = 1'b1;
      s_axi_rvalid_next  = 1'b1;
      mem_rd_en           = 1'b1;
    end
  end
  always_ff @(posedge S_AXI_ACLK) begin
    s_axi_arready_reg <= s_axi_arready_next;
    s_axi_rvalid_reg  <= s_axi_rvalid_next;
    if (mem_rd_en) begin
      if (S_AXI_ARADDR == ADDR_W'(16'h8000)) begin
        s_axi_rdata_reg <= {31'b0, (cfg_state != IDLE)};
      end else if (S_AXI_ARADDR == ADDR_W'(16'h8004)) begin
        s_axi_rdata_reg <= TOTAL_GATES;
      end else if (S_AXI_ARADDR >= ADDR_INPUT_BASE && S_AXI_ARADDR < ADDR_OUTPUT) begin
        s_axi_rdata_reg <= input_regs[(S_AXI_ARADDR - ADDR_INPUT_BASE) >> 2];
      end else if (S_AXI_ARADDR == ADDR_OUTPUT) begin
        s_axi_rdata_reg <= {{(DATA_W - NET_OUTPUTS){1'b0}}, net_o};
      end else begin
        s_axi_rdata_reg <= 32'hDEAD_BEEF;
      end
    end
    if (!S_AXI_ARESETN) begin
      s_axi_arready_reg <= 1'b0;
      s_axi_rvalid_reg  <= 1'b0;
      s_axi_rdata_reg   <= '0;
    end
  end
endmodule
```
**flow/run.sh**
```bash
#!/bin/bash
# OpenROAD 26Q1-2900-gdf79404cd8, Yosys 0.63+post, stock flow scripts
make -C /OpenROAD-flow-scripts/flow DESIGN_CONFIG=/design/flow/config.mk WORK_HOME=/design/flow/orfs finish
```
**flow/config.mk**
```make
export PLATFORM = sky130hd
export DESIGN_NAME = axi_lut_ctrl
export DESIGN_NICKNAME = axi_lut_ctrl
export VERILOG_FILES = /design/flow/design.v
export SDC_FILE = /design/flow/constraint.sdc
export NUM_CORES = 4
export LEC_CHECK = 1
export CORE_UTILIZATION = 50
```
**flow/constraint.sdc**
```tcl
current_design axi_lut_ctrl

set clk_period 16.8
set clk_io_pct 0.2

create_clock -name clk0 -period $clk_period [get_ports {S_AXI_ACLK}]

set non_clock_inputs [all_inputs -no_clocks]
set_input_delay [expr $clk_period * $clk_io_pct] -clock clk0 $non_clock_inputs
set_output_delay [expr $clk_period * $clk_io_pct] -clock clk0 [all_outputs]
```
==> results_dict.tcl <==
# yosys + openroad results
set metrics [dict create \
    status "completed" \
    drtIter0Drc 1188 \
    period_needed_ns 6.957 \
    die_area_sq_um 55780 \
    tns_ns 0 \
    final_area_sq_um 35960 \
    p_leak_nw 12.60 \
    routed_via_density 5.886 \
    post-place-ws_ns 9.269 \
    die_h_microns 236.2 \
    die_x_microns 236.2 \
    post_dp_cell_area_sq_um 33720 \
    drive_gt1_frac 0.1415 \
    setup_viol 0 \
    period_used_share 0.4141 \
    drt-wirelength-per-cell_microns 29.08 \
    syn_area_sq_um 27420 \
    gp_congestion 0.9367 \
    clk_pin_slew_ns 0.06 \
    yosysCellCount 1804 \
    antenna_found_initial 5 \
    synthFlopType "edfxtp_1" \
    initial_core_util 0.5075 \
    grt_pass1_vias 19630 \
    drv_cap 0 \
    crit_path_max_incr_delay_ns 0.70 \
    rows 85 \
    path_max_fanout 38 \
    cts_tree "done" \
    htreeDepth 3 \
    drc_errors 0 \
    hold_viol_final 0 \
    grt-ovfl-total 0 \
    tightestPinTransition_ns 0.8566 \
    min_path_type "reg2reg" \
    io_buffers 522 \
    path_delay_family "buffers and inverters" \
    synth.avg_cell_area_sq_um 15.20 \
    fmax_mhz 143.7 \
    critical_path.cell_chain "clkdlybuf4s50_1 > buf_4 > nor4b_4 > nand4_4 > or4_4 > buf_4 > o21ai_4 > buf_4" \
    synth_flop_count 648 \
    yosysSeqAreaShare 0.6768 \
    powerDensity_nw_per_um2 101.7 \
    rsz0062_at_grt "no" \
    cts_buffer_depth 3 \
    slowest_stage "or4_4" \
    worst_skew_pair.late_latency_ns 0.60 \
    setup_ws_ns 9.843 \
    synth-async-reset-ratio 0 \
    critPathBufInv 4 \
    synthDistinctLibCells 54 \
    ant_nets 0 \
    cts_buffers 68 \
    root_buffer "clkbuf_16" \
    edf_count 558 \
    critical_path.most_common_cell "buf_4" \
    cts.sinks 648 \
    fillers 3739 \
    areaGrowthSynthToFinish_pct 31.14 \
    grtUsageTotal 0.3695 \
    peakVddDrop_v 0.00008296 \
    yosys_warnings 1 \
    ctsHoldBuffers 0 \
    core_area_sq_um 54030 \
    synth_cells 1804 \
    endpoint_kind "flip-flop" \
    hpwlAfterDp_microns 60680 \
    grt_max_degree 66 \
    timing.slew.headroom 0.4283 \
    io_pins 533 \
    critical_path_class "in2reg" \
    warning_count 32 \
    post_cts_buffers 0 \
    wirelength_microns 91520 \
    largest_reg_flops 512 \
    dr_total_vias 18520 \
    worstPathArrival_ns 7.21 \
    hold_ws_ns 0.4581 \
    grt_pass1_wl_microns 131900 \
    power_mw 3.658 \
    cts_resized 0 \
    top_register "input_regs" \
    skew_ns 0.01784 \
    yosys_area_sq_um 27420 \
    cp.required_ns 17.06 \
    start_kind "input port" \
    dr.pass1.iters 7 \
    slew_violations 0 \
]
==> synthesized netlist by cell type, drive strengths merged (4+ instances only) <==
library cell,instances,share of area
edfxtp,558,0.61
and2,225,0.051
nor3,214,0.039
mux4,148,0.12
dfxtp,90,0.066
clkbuf,83,0.011
nor2,82,0.011
buf,73,0.017
nand2,55,0.0075
a21oi,52,0.0095
inv,40,0.0055
a211oi,35,0.0096
o21ai,30,0.0055
a22oi,16,0.0044
nand2b,13,0.0030
a22o,12,0.0038
nor4,10,0.0025
nand3,6,0.0011
a31oi,5,0.0011
nor2b,5,0.0011
o211ai,5,0.0014
a221oi,4,0.0013
nand3b,4,0.0011
nand4,4,0.0015
nor4b,4,0.0021
o221ai,4,0.0013
or4,4,0.0015
==> worst reg2reg max path, stage by stage (launching register included) <==
cell,delay [ns]
edfxtp_1,0.40
nor4b_2,0.39
nand4_4,0.30
or4_4,0.71
buf_4,0.42
o21ai_4,0.72
buf_4,0.47
==> power breakdown <==
group	leakage, nW	total (mW)	switching [mW]	internal, mW
clock network	1.10	1.51	0.609	0.901
registers	6.41	1.86	0.0471	1.81
logic	5.09	0.292	0.143	0.149
total	12.6	3.66	0.799	2.86
==> metrics by stage <==
stage | utilization | std cells
3_3_place_gp | 0.6241 | 3019
3_5_place_dp | 0.6241 | 3019
4_1_cts | 0.6653 | 3142
6_report | 0.6656 | 3147
5_1_grt | 0.6654 | 3144
2_1_floorplan | - | 1903
==> layout by cell type, fill, tap and decap left out, drive strengths merged, types with 3 or more instances in the layout <==
| master | n |
|---|---|
| conb | 100 |
| nand4 | 4 |
| o211ai | 5 |
| or4 | 4 |
| nand3b | 4 |
| a21oi | 52 |
| o21ai | 30 |
| nor4b | 4 |
| nor4 | 10 |
| and2 | 225 |
| nand3 | 6 |
| buf | 58 |
| a211oi | 35 |
| o221ai | 4 |
| o31ai | 3 |
| nor2 | 82 |
| diode | 5 |
| nor2b | 5 |
| nor3 | 214 |
| mux4 | 148 |
| dfxtp | 90 |
| nand2 | 55 |
| edfxtp | 558 |
| a22o | 12 |
| clkinv | 17 |
| a22oi | 16 |
| a221oi | 4 |
| a31oi | 5 |
| bufinv | 5 |
| clkbuf | 101 |
| clkdlybuf4s50 | 518 |
| inv | 40 |
| nand2b | 13 |
==> cell families after synthesis <==
| group | share of synthesized area |
|---|---|
| DFF | 0.6768 |
| xor gates and xnor gates | 0.0006390 |
| and+or+nand+nor | 0.1260 |
| other | 0.0001368 |
| AOI/OAI and AO/OA | 0.04025 |
| adders and majority gates | 0.0004563 |
| muxes | 0.1220 |
| buffers and inverters | 0.03368 |
==> final timing paths <==
check | slack [ns] | endpoint | cells past startpoint | from
min | 0.46 | gate_sel_r[1] | 2 | gate_sel_r[1]
max | 9.84 | input_regs[1][16] | 8 | S_AXI_ARESETN
max reg2reg | 13.05 | input_regs[1][16] | 6 | aw_addr_latched[6]
min reg2reg | 0.46 | gate_sel_r[1] | 2 | gate_sel_r[1]
==> per-layer routing <==
layer / GRT usage / routed length (microns) / up-vias
li1: - / - / 7979
met1: 0.5065 / 30520 / 9028
met2: 0.5276 / 42980 / 1326
met3: 0.2302 / 14310 / 185
met4: 0.1153 / 3612 / 4
met5: 0.01126 / 102 / -
==> layout make-up <==
type | instances | area [sq um] | area share
flip-flops and latches | 648 | 18560 | 0.5161
multi-input cells | 1059 | 8513 | 0.2368
repair buffers | 576 | 5624 | 0.1564
clock buffers | 101 | 2002 | 0.05567
well taps | 696 | 870.8 | 0.02422
clock inverters | 22 | 227.7 | 0.006333
inverters | 40 | 150.1 | 0.004176
diodes | 5 | 12.51 | 0.0003480
Power is estimated from default activity; no workload was simulated.
