$ cat design/flow/config.mk
export PLATFORM = sky130hd
export DESIGN_NAME = axi_lut_ctrl_hard
export DESIGN_NICKNAME = axi_lut_ctrl_hard
export VERILOG_FILES = /design/flow/design.v
export SDC_FILE = /design/flow/constraint.sdc
export NUM_CORES = 4
export LEC_CHECK = 1
export CORE_UTILIZATION = 50
$ cat design/flow/constraint.sdc
current_design axi_lut_ctrl_hard

set clk_period 11.3
set clk_io_pct 0.2

create_clock -name clk0 -period $clk_period [get_ports {S_AXI_ACLK}]

set non_clock_inputs [all_inputs -no_clocks]
set_input_delay [expr $clk_period * $clk_io_pct] -clock clk0 $non_clock_inputs
set_output_delay [expr $clk_period * $clk_io_pct] -clock clk0 [all_outputs]
$ cat design/flow/design.v
module axi_lut_ctrl_hard #(
    parameter NET_INPUTS = 400,
    parameter NET_OUTPUTS = 4,
    parameter ADDR_W = 14,
    parameter DATA_W = 32
) (
    input logic S_AXI_ACLK,
    input logic S_AXI_ARESETN,
    input  logic [ADDR_W-1:0] S_AXI_AWADDR,
    input  logic S_AXI_AWVALID,
    output logic S_AXI_AWREADY,
    input  logic [DATA_W-1:0] S_AXI_WDATA,
    input  logic [3:0] S_AXI_WSTRB,
    input  logic S_AXI_WVALID,
    output logic S_AXI_WREADY,
    output logic [1:0] S_AXI_BRESP,
    output logic S_AXI_BVALID,
    input  logic S_AXI_BREADY,
    input  logic [ADDR_W-1:0] S_AXI_ARADDR,
    input  logic S_AXI_ARVALID,
    output logic S_AXI_ARREADY,
    output logic [DATA_W-1:0] S_AXI_RDATA,
    output logic [1:0] S_AXI_RRESP,
    output logic S_AXI_RVALID,
    input  logic S_AXI_RREADY,
    output logic [NET_INPUTS-1:0] net_i,
    input  logic [NET_OUTPUTS-1:0] net_o
);
  localparam NUM_INPUT_WORDS = (NET_INPUTS + 31) / 32;            
  localparam [ADDR_W-1:0] ADDR_INPUT_BASE = ADDR_W'(14'h3000);    
  localparam [ADDR_W-1:0] ADDR_OUTPUT     = ADDR_INPUT_BASE + ADDR_W'(NUM_INPUT_WORDS * 4);  
  logic [DATA_W-1:0] input_regs [NUM_INPUT_WORDS];
  genvar gi;
  generate
    for (gi = 0; gi < NUM_INPUT_WORDS; gi++) begin : pack_input
      if ((gi + 1) * 32 <= NET_INPUTS) begin        
        assign net_i[gi*32+:32] = input_regs[gi];
      end else begin                                
        assign net_i[NET_INPUTS-1 : gi*32] = input_regs[gi][NET_INPUTS-1-gi*32:0];
      end
    end
  endgenerate
  logic s_axi_awready_reg = 1'b0;
  logic s_axi_wready_reg  = 1'b0;
  logic s_axi_bvalid_reg  = 1'b0;
  logic aw_captured = 1'b0;
  logic w_captured  = 1'b0;
  logic [ADDR_W-1:0] aw_addr_latched;
  logic [DATA_W-1:0] w_data_latched;
  assign S_AXI_AWREADY = s_axi_awready_reg;
  assign S_AXI_WREADY  = s_axi_wready_reg;
  assign S_AXI_BRESP   = 2'b00;
  assign S_AXI_BVALID  = s_axi_bvalid_reg;
  wire wr_addr_is_input = (aw_addr_latched >= ADDR_INPUT_BASE)
                        && (aw_addr_latched <  ADDR_OUTPUT);
  always_ff @(posedge S_AXI_ACLK) begin
    if (!S_AXI_ARESETN) begin
      s_axi_awready_reg <= 1'b0;
      s_axi_wready_reg  <= 1'b0;
      s_axi_bvalid_reg  <= 1'b0;
      aw_captured        <= 1'b0;
      w_captured         <= 1'b0;
      for (int i = 0; i < NUM_INPUT_WORDS; i++) input_regs[i] <= '0;
    end else begin
      if (S_AXI_AWVALID && !aw_captured) begin
        s_axi_awready_reg <= 1'b1;
        aw_addr_latched   <= S_AXI_AWADDR;
        aw_captured       <= 1'b1;
      end else begin
        s_axi_awready_reg <= 1'b0;
      end
      if (S_AXI_WVALID && !w_captured) begin
        s_axi_wready_reg <= 1'b1;
        w_data_latched   <= S_AXI_WDATA;
        w_captured       <= 1'b1;
      end else begin
        s_axi_wready_reg <= 1'b0;
      end
      if (aw_captured && w_captured && !s_axi_bvalid_reg) begin
        if (wr_addr_is_input) begin
          input_regs[(aw_addr_latched - ADDR_INPUT_BASE) >> 2] <= w_data_latched;
        end
        s_axi_bvalid_reg <= 1'b1;
        aw_captured      <= 1'b0;
        w_captured       <= 1'b0;
      end
      if (s_axi_bvalid_reg && S_AXI_BREADY) begin
        s_axi_bvalid_reg <= 1'b0;
      end
    end
  end
  logic s_axi_arready_reg = 1'b0, s_axi_arready_next;
  logic s_axi_rvalid_reg  = 1'b0, s_axi_rvalid_next;
  logic [DATA_W-1:0] s_axi_rdata_reg = '0;
  logic mem_rd_en;
  assign S_AXI_ARREADY = s_axi_arready_reg;
  assign S_AXI_RVALID  = s_axi_rvalid_reg;
  assign S_AXI_RDATA   = s_axi_rdata_reg;
  assign S_AXI_RRESP   = 2'b00;
  always_comb begin
    mem_rd_en = 1'b0;
    s_axi_arready_next = 1'b0;
    s_axi_rvalid_next  = s_axi_rvalid_reg && !S_AXI_RREADY;
    if (S_AXI_ARVALID
        && (!S_AXI_RVALID || S_AXI_RREADY)
        && (!s_axi_arready_reg)) begin
      s_axi_arready_next = 1'b1;
      s_axi_rvalid_next  = 1'b1;
      mem_rd_en           = 1'b1;
    end
  end
  always_ff @(posedge S_AXI_ACLK) begin
    s_axi_arready_reg <= s_axi_arready_next;
    s_axi_rvalid_reg  <= s_axi_rvalid_next;
    if (mem_rd_en) begin
      if (S_AXI_ARADDR >= ADDR_INPUT_BASE && S_AXI_ARADDR < ADDR_OUTPUT) begin
        s_axi_rdata_reg <= input_regs[(S_AXI_ARADDR - ADDR_INPUT_BASE) >> 2];
      end else if (S_AXI_ARADDR == ADDR_OUTPUT) begin
        s_axi_rdata_reg <= {{(DATA_W - NET_OUTPUTS){1'b0}}, net_o};
      end else begin
        s_axi_rdata_reg <= 32'hDEAD_BEEF;
      end
    end
    if (!S_AXI_ARESETN) begin
      s_axi_arready_reg <= 1'b0;
      s_axi_rvalid_reg  <= 1'b0;
      s_axi_rdata_reg   <= '0;
    end
  end
endmodule
$ cat design/flow/run.sh
#!/bin/bash
# OpenROAD 26Q1-2900-gdf79404cd8, Yosys 0.63+post, stock flow scripts
make -C /OpenROAD-flow-scripts/flow DESIGN_CONFIG=/design/flow/config.mk WORK_HOME=/design/flow/orfs finish
==> impl_metrics.toml <==
# synthesis and place-and-route metrics
[run_status]
status = "completed"

[die]
die_w_um = 226
initCoreUtil = 0.510
dieArea_um2 = 51000
core_area_um2 = 49200
dieHeight_um = 226
rows = 81
pin_count = 516

[global_routing]
antenna_found_initial = 2
grt_pass1_vias = 16700
grt_overflow = 0
grt_max_degree = 60
grt_pass1_wl_um = 116000
track_usage = 0.364

[cts]
clock_path_buffers = 3
postCtsSetupBuffers = 0
cts_resized = 0
insertion_delay_ns = 0.62
cts_max_level = 2
cts_buffers = 61
holdBufCountCts = 0
cts-root-buf = "clkbuf_16"
clk_pin_slew_ns = 0.06
cts_tree = "yes"
cts_sinks = 595

[placement]
gp_congestion = 0.937
dp_hpwl_um = 54800
placed_cells = 2784
io_buffers = 505
pre_cts_ws_ns = 5.35

[synthesis]
yosys_warnings = 1
synth.most_common_cell = "edfxtp_1"
postSynthCellCount = 1609
syn_area_per_cell_um2 = 15.6
ys_cells = 1609
yosysTopAreaCell = "edfxtp_1"
edf_count = 556
top_cells_by_area = "edfxtp_1, mux4_2, nor2_1, and2_1, dfxtp_1"
synth_seq_share = 0.698
synth_area_um2 = 25000
postSynth.asyncResetShare = 0
synth_top_area_share = 0.667
flop_cell = "edfxtp_1"
yosysUniqueCellTypes = 45
ys_chip_area_um2 = 25000
top_cells_by_count = "edfxtp_1, nor2_1, and2_1"
synth-seq-cells = 595

[pwr]
power_leakage_nw = 11.7
power.density_nw_per_um2 = 148
p_sw_frac = 0.222
peakVddDrop_mv = 0.127
intPower_w = 0.00380
combPwrFrac = 0.080
p_clk_frac = 0.398
power_frac_seq = 0.522
p_sw_w = 0.00109

[timing]
fin_setup_tns_ns = 0
fin_skew_ns = 0.0127
final_max_slew_viol_count = 0
slew_headroom = 0.418
rsz0062_at_grt = "no"
setup_slack_ns = 5.99
finalHoldViolations = 0
tightest_slew_ns = 0.873
fmax_ghz = 0.188
setup_viol = 0
layout_min_cycle_time_ns = 5.31
fin_crit_sh = 0.470

[finish]
regArea_um2 = 17500
postLayoutCoreUtil = 0.671
logic_area_um2 = 7400
largest_register_ffs = 512
drive_gt1_frac = 0.128
instances_no_fill = 2900
syn2layout_area_growth_pct = 31.7
nFillCells = 3407

[drt]
viasPerCell = 5.53
dr_total_vias = 16000
drt-pass1-iter-count = 7
drtIter0Drc = 981
antenna_left = 0
wl_um = 81800
wl_per_cell_um = 28.2
drc = 0

[min_path]
hold_depth = 2
hold_class = "flip-flop to flip-flop"

[worst_setup_path]
r2r_cells = 7
start_kind = "input port"
crit_type = "input port to flip-flop"
rrSetupSlack_ns = 7.69
worstSetupEndpointType = "flip-flop"
critPathRequiredTime_ns = 11.55
arrival_ns = 5.57
critPathMaxFanout = 48

[job]
warning_count = 32
max-cap-violations = 0
[metal layers]
layer	vias up	routed length, µm	global-route usage
met4	4	2310	0.0781
met2	948	37000	0.499
met5	-	145	0.0215
met3	109	15100	0.266
met1	7862	27200	0.509
li1	7121	-	-
[cell usage in the layout, fill, tap and decap left out, types with 39 or more instances in the layout]
master	instances
nand2_1	103
nor2_1	298
mux4_2	115
dfxtp_1	39
and2_1	129
conb_1	100
edfxtp_1	556
clkdlybuf4s50_1	501
buf_4	42
mux2i_1	62
clkbuf_16	63
o221ai_1	39
[path summary, 6_finish.rpt]
check                                           to                             start
setup / recovery   input_regs[9][30]$_SDFFCE_PN0P_                     S_AXI_ARESETN
hold reg to reg   s_axi_rdata_reg[22]$_SDFFE_PN0P_  s_axi_rdata_reg[22]$_SDFFE_PN0P_
hold / removal    s_axi_rdata_reg[22]$_SDFFE_PN0P_  s_axi_rdata_reg[22]$_SDFFE_PN0P_
setup reg to reg   input_regs[9][30]$_SDFFCE_PN0P_      aw_addr_latched[6]$_DFFE_PP_
[critical path: stages]
cell and delay [ns]:
buf_2 0.07, buf_4 0.55, nand2_1 0.10, and4b_1 0.59, nand2_4 0.43, buf_4 0.43
buf_4 0.37, o21ai_4 0.21, buf_4 0.48
[layout make-up]
type / instances / share of cell area
Timing Repair Buffer: 546 / 0.162
Clock buffer: 88 / 0.0515
Sequential cell: 595 / 0.530
Inverter: 3 / 0.000341
Clock inverter: 25 / 0.00630
Antenna cell: 3 / 0.000228
Multi-Input combinational cell: 976 / 0.224
Tap cell: 664 / 0.0252
[stage by stage]
stage	area (µm²)	power [W]	hold slack [ns]
finish	33000	0.00489	0.482
global placement	31100	0.00299	0.451
detailed placement	31100	0.00299	0.468
CTS	33000	0.00491	0.483
global route	33000	0.00503	0.502
floorplan	25400	0.00273	0.419
[kinds of logic after synthesis]
group,Yosys count,share of synthesized area
muxes,195,0.139
and+or+nand+nor,575,0.104
AOI/OAI and AO/OA,106,0.0312
DFF,595,0.698
other,1,0.000150
buffers and inverters,137,0.0285
[power groups by stage]
stage         Sequential (W)  Clock [W]  Combinational (W)
CTS                  0.00255    0.00197           0.000395
global route         0.00256    0.00205           0.000420
finish               0.00255    0.00195           0.000393
No activity file was given, so power comes from the tool's default toggle rates.
