==> design.v <==
module SoftLUT5 (
    input logic clk,
    input  logic [4:0] lut_in,
    output logic       lut_out,
    input  logic cfg_ce,
    input  logic cfg_data,
    output logic cfg_out
);
  logic [31:0] init_reg = 32'hDEAD_BEEF;
  assign lut_out = init_reg[lut_in];
  assign cfg_out = init_reg[31];
  always_ff @(posedge clk) begin
    if (cfg_ce) begin
      init_reg <= {init_reg[30:0], cfg_data};
    end
  end
endmodule
==> run.sh <==
#!/bin/bash
# OpenROAD 26Q1-2900-gdf79404cd8, Yosys 0.63+post, stock flow scripts
make -C /OpenROAD-flow-scripts/flow DESIGN_CONFIG=/design/flow/config.mk WORK_HOME=/design/flow/orfs finish
==> config.mk <==
export PLATFORM = sky130hd
export DESIGN_NAME = SoftLUT5
export DESIGN_NICKNAME = SoftLUT5
export VERILOG_FILES = /design/flow/design.v
export SDC_FILE = /design/flow/constraint.sdc
export NUM_CORES = 4
export LEC_CHECK = 1
export CORE_UTILIZATION = 30
==> constraint.sdc <==
current_design SoftLUT5

set clk_period 1.8
set clk_io_pct 0.2

create_clock -name clk0 -period $clk_period [get_ports {clk}]

set non_clock_inputs [all_inputs -no_clocks]
set_input_delay [expr $clk_period * $clk_io_pct] -clock clk0 $non_clock_inputs
set_output_delay [expr $clk_period * $clk_io_pct] -clock clk0 [all_outputs]
==> reports/results.ini <==
[die]
dieHeight_um = 67.5
io_pins = 10
design.core.area_mm2 = 0.00406
rows = 23
die-area_mm2 = 0.00455
fp_util_pct = 31.7
die_w_um = 67.5

[synth]
synthTopLogicFamily = multiplexers
ys_chip_area_mm2 = 0.00129
netlist_area_mm2 = 0.00129
ys_sh_adder_pct = 0
top_cell_area_share_pct = 74.7
ys_seq_share_pct = 74.7
aoi_share_pct = 4.86
ys_types = 16
synth_cells = 73
ys_cells = 73
top_cells_by_area = edfxtp_1, mux2i_1, a22oi_1, nand2_1, buf_12
synth-seq-cells = 32
top_area_cell = edfxtp_1
synthXorXnorAreaFrac_pct = 0
syn_area_per_cell_um2 = 17.6
ys_warn_count = 1
ys_sh_mux_pct = 12.5
yosys.area_share.simple_pct = 5.54

[worst_setup_path]
r2r-start = init_reg[13]$_DFFE_PP_
max_stage_delay_ns = 0.32
startpoint = lut_in[1]
endpoint = lut_out
end_kind = output port
r2r_cells = 2
slowest_stage = a311o_1
rrSetupSlack_ns = 0.89
crit_chain = clkdlybuf4s15_1 -> nor2_1 -> a21oi_1 -> nand3_1 -> nand2_1 -> a311o_1 -> buf_2
r2r_end = init_reg[14]$_DFFE_PP_
start_kind = input pin
worstPathRequired_ns = 1.44
critPathKind = in2out
critPathArrivalTime_ns = 1.53
path_max_fanout = 4

[grt]
grt_antenna_before_repair = 0
grt_pass1_wl_um = 3110
track_usage_pct = 10.1
grt_max_degree = 33
grt_pass1_vias = 699
grt-ovfl-total = 0

[detailed_routing]
post-route-drc-count = 0
detail-route-antenna-nets = 0
avgRoutedWirePerCell_um = 12.7
first_pass_iters = 2
vias = 715
vias_per_cell = 4.58
finalWirelength_um = 1970
drtIter0Drc = 12
antennaDiodeCount = 0

[cells_and_area]
utilization_pct = 42.0
fin_cells = 156
drive_gt1_share_pct = 27.4
largest_reg_flops = 32
area_growth_pct = 32.4
nFillCells = 359

[cts]
clk_latency_ns = 0.28
hold_buffers = 0
clkSinkCount = 32
tritoncts = done
cts_root_buffer = clkbuf_8
cts_made_buffers = 5
htreeDepth = 2
cts.clk_slew.worst_paths_ns = 0.06
clock_path_buffers = 2

[worst_hold_path]
min_path_type = reg2reg
hold_depth = 0

[placed_design]
place_inst = 141
numPortBuffers = 9
hpwl_um = 1270
place_congestion = 0.893

[timing]
hold_viol = 0
fin_worst_skew_ns = 0.00545
worst_slew_pin_slew_ns = 0.299
finalSetupViolations = 1
fmax_ghz = 0.528
slew_violations = 0
slew_headroom_pct = 80.0
timing.hold.ws_ns = 0.446
fin_ws_ns = -0.0923
min_period_ns = 1.89
rsz0062_at_grt = yes
tns_ns = -0.0923
finalCritPeriodShare_pct = 105

[run]
warnings = 27
maxCapViolCount = 0

[power_and_ir_drop]
p_total_mw = 1.67
powerDensity_mw_per_mm2 = 979
leakagePower_nw = 0.655
irDropWorstVdd_uv = 629

[outcome]
failed_checks = setup timing
status = finished with violations

## placed cells by master, fill, tap and decap left out, drive strengths merged, types with 2 or more instances in the layout
| cell type | instances |
|---|---|
| a21oi | 3 |
| nand2 | 6 |
| edfxtp | 32 |
| dlygate4sd2 | 2 |
| mux2i | 16 |
| clkdlybuf4s15 | 2 |
| clkinv | 2 |
| a22oi | 4 |
| clkdlybuf4s50 | 3 |
| buf | 20 |
| nand3 | 2 |
| clkbuf | 5 |
## per-layer routing
layer	GRT usage (%)	up-vias	routed length [µm]
met5	0	-	0
met4	1.60	0	29
met3	6.68	4	168
met2	13.1	26	832
met1	15.4	334	943
li1	-	351	-
## how the worst min path moves through the flow
stage	start	to
global route	init_reg[14]$_DFFE_PP_	init_reg[15]$_DFFE_PP_
finish	init_reg[14]$_DFFE_PP_	init_reg[15]$_DFFE_PP_
CTS	init_reg[25]$_DFFE_PP_	init_reg[26]$_DFFE_PP_
## layout make-up
| class | instances | area, µm² | share of cell area [%] |
|---|---|---|---|
| flip-flops and latches | 32 | 961 | 56.4 |
| multi-input cells | 39 | 299 | 17.6 |
| repair buffers | 27 | 274 | 16.1 |
| clock buffers | 5 | 68.8 | 4.04 |
| well taps | 50 | 62.6 | 3.67 |
| clock inverters | 3 | 37.5 | 2.20 |
## stage by stage
stage / area (µm²) / worst slack (ns)
finish: 1700 / -0.0923
global route: 1700 / -0.189
global placement: 1530 / -0.785
detailed placement: 1530 / -0.788
CTS: 1690 / -0.0907
floorplan: 1290 / 0.232
## repair_timing
action | CTS | global route
cloned | 1 | 0
gates resized | 18 | 0
buffers inserted | 4 | 2
pin swaps | 6 | 0
setup endpoints to repair | 1 | 1
## logic make-up after synthesis
kind of cell / Yosys count
and+or+nand+nor: 14
muxes: 16
buffers and inverters: 2
AOI/OAI and AO/OA: 9
DFF: 32
## power by group
group	internal [mW]	leakage, nW	switching (mW)
Clock	0.402	0.0532	0.233
Sequential	0.870	0.313	0.0211
Combinational	0.0826	0.289	0.0581
Total	1.35	0.655	0.313
## synthesized netlist by cell type (all sizes together)
master and instances:
mux2i 16, a22oi 4, buf 2, nand2 6
nor2b 1, edfxtp 32, nand2b 1, nand4b 1
and2 1, and2b 1, a21oi 3, a311o 1
nor2 1, a211oi 1, nand3 2
## critical path: cells and delay by family
kind                   cells  cell delay [ns]
AND-OR/OR-AND              2             0.43
buffers and inverters      2             0.32
AND/OR/NAND/NOR            3             0.42
Power is estimated from default activity; no workload was simulated.
